==> flow/design.v <==
module ram(i_clk, i_addr, i_data, i_we, o_data);
input                     i_clk, i_we;
input   [(5)-1:0]  i_addr;
input   [(32)-1:0]  i_data;
output  [(32)-1:0]  o_data;
    reg [(32)-1:0] data_out ;
    reg [(32)-1:0] mem [0:(1 << (5))-1];
    integer i = 0;
    initial begin
        for (i = 0; i < (1 << (5)); i = i + 1) begin
            mem[i] = 0;
        end
    end
    assign o_data = data_out;
    always @ (posedge i_clk) begin
        if ( i_we ) begin
            mem[i_addr] = i_data;
        end
    end
    always @ (posedge i_clk) begin
        if ( !i_we ) begin
            data_out = mem[i_addr];
        end
    end
endmodule
==> flow/run.sh <==
#!/bin/bash
# OpenROAD 26Q1-2900-gdf79404cd8, Yosys 0.63+post, stock flow scripts
make -C /OpenROAD-flow-scripts/flow DESIGN_CONFIG=/design/flow/config.mk WORK_HOME=/design/flow/orfs finish
==> flow/config.mk <==
export PLATFORM = sky130hd
export DESIGN_NAME = ram
export DESIGN_NICKNAME = ram
export VERILOG_FILES = /design/flow/design.v
export SDC_FILE = /design/flow/constraint.sdc
export NUM_CORES = 4
export LEC_CHECK = 1
export CORE_UTILIZATION = 40
==> flow/constraint.sdc <==
current_design ram

set clk_period 6.0
set clk_io_pct 0.2

create_clock -name clk0 -period $clk_period [get_ports {i_clk}]

set non_clock_inputs [all_inputs -no_clocks]
set_input_delay [expr $clk_period * $clk_io_pct] -clock clk0 $non_clock_inputs
set_output_delay [expr $clk_period * $clk_io_pct] -clock clk0 [all_outputs]
==> job_summary.md <==
### Metrics collected by this job

| Metric | Value |
|---|---|
| Status | finished, final reports clean |
| Actual slew at the worst max-slew pin | 1.28 ns |
| Post-CTS Hold Fix Bufs | 0 |
| Crit path cell chain | clkdlybuf4s50_1 -> nand3b_1 -> nor2_4 -> buf_4 |
| CP max-delay cell | clkdlybuf4s50_1 |
| Initial Util | between 40% and 50% |
| Share of cells above drive strength 1 | 12.8% |
| Post-synth top area cell | edfxtp_1 |
| Number of global-route vias before repair | 21.9k |
| Yosys cell count | 2108 |
| Critical Path Start Type | input pin |
| Final period util | 64.5% |
| Synth cell types | 24 |
| Die area | 0.101 sq mm |
| Syn_area_per_cell | 19.0 sq um |
| CTS max path bufs | 3 |
| Most frequent cells after synthesis | edfxtp_1, mux2i_1, o22ai_1 |
| TritonCTS Buffers | about 110 |
| Die H | 319 microns |
| Final hold violations | 0 |
| Post-DRT Antenna Nets | 0 |
| Cts repair resizes | 0 |
| CTS tree | yes |
| Leak Pwr | 15.7 nW |
| HP Class | reg2reg |
| HPWL after DPL | approximately 53000 microns |
| Max-cap viol count | 0 |
| Setup ws final | 2.13 ns |
| RSZ-0062 raised after global routing | false |
| Insertion Delay late pin | 0.66 ns |
| Highest clock rate | 258 MHz |
| Worst path arrival time | 4.20 ns |
| Root buf cell | clkbuf_16 |
| Max VDD drop | 0.288 mV |
| All-Layer GR Usage | 21.1% |
| Relative slew slack | 14.3% |
| Final Total Pwr | 15.2 mW |
| Via/cell ratio | 5.57 |
| Synthesized flop and latch total | between 1k and 1.5k |
| Tool warning count | 30 |
| Global-route wire length before repair | 142000 microns |
| # IOs | between 70 and 80 |
| Routed WL per cell | 26.7 microns |
| I/O Buffers | 70 |
| Die Span X | around 320 microns |
| Period minus WS final | 3.87 ns |
| Critical path peak fanout | 20 |
| Setup CP Type | in2reg |
| Core ar. | 0.0989 sq mm |
| CTS sink cnt | 1056 |
| Initial antenna violation count | 2 |
| Mapped cell area | 0.0401 sq mm |
| Count of library flops with an enable pin | 1056 |
| DRC | 0 |
| Drt pass-1 iters | 5 |
| Slew Limit Fails | 0 |
| Post-synth seq share | around four fifths |
| Clk pin slew, worst setup/hold paths | ~0.06 ns |
| Site Rows | around 120 |
| # Post-CTS Setup Buffers | 0 |
| Routability Congestion | approximately 0.87 |
| Crit end category | flop |
| Total power divided by cell area | 330 mW/mm^2 |
| Largest stage delay on the critical path | 0.99 ns |
| Initial DRC count | ~1.1k |
| Final Skew | 0.0308 ns |
| Top cells by area | edfxtp_1, mux2i_1, o22ai_1, nor4_1, buf_2 |
| Dominant synthesized flop cell | edfxtp_1 |
| Pre-CTS WS | 1.52 ns |
| H-tree depth | 3 |
| Largest net degree at the start of global routing | approximately 100 |
| YS warnings | 1 |
| Most frequent cell after synthesis | edfxtp_1 |
| Mapped Cells | 2108 |
| Top-area cell share | 79.1% |
| Layout area overhead | 14.8% |
| Async SR Flop Fraction | 0% |
| # setup viols final | 0 |
| YS chip area | 0.0401 sq mm |
| Req. time, crit path | 6.33 ns |
| Congestion Overflow GR | 0 |
| DR vias | between 20k and 25k |
| Number of diodes | 0 |
| Detailed Route WL | 96700 microns |
| Setup TNS | 0 ns |
| Fin util | a little under half |
==> layout by cell type (no fill, tap or decap), drive strengths merged <==
master            n
nand4bb           6
nor2             29
clkdlybuf4s50    69
clkinvlp          8
or3               2
nand4b            4
edfxtp         1056
or4b              4
or4               1
inv               6
nor4             64
buf              98
nand3b            4
nand2            34
o22ai           256
nand4             1
nand3             2
clkinv           49
clkbuf          122
nor3              4
or3b              2
mux2i           512
bufinv            7
==> layout make-up <==
cell class | instances | area, sq um
fill | 7860 | 52800
sequential | 1056 | 31700
multi-input combinational | 925 | 7890
clock buffer | 122 | 2710
tap | 1287 | 1610
timing repair buffer | 167 | 1500
clock inverter | 69 | 588
inverter | 1 | 3.75
==> registers in the layout, indices dropped and copies added, names as in the netlist <==
name and cells:
mem 1024, data_out 32
==> metrics by stage <==
stage,hold WS [ns],instances,area (sq um)
after detailed placement,0.708,3436,42700
after global placement,0.711,3436,42700
after global routing,0.760,3627,46000
after floorplan,0.651,2108,40100
final,0.703,3627,46000
after CTS,0.713,3627,46000
==> critical path, delay by kind of cell <==
family / cells / cell delay, ns
buffers and inverters: 2 / 1.38
and+or+nand+nor: 2 / 1.61
==> cells by family after synthesis <==
logic type / after synthesis / share of synthesized area (%)
compound gates: 256 / 4.01
buf+inv: 127 / 1.82
flops: 1056 / 79.1
mux: 512 / 12.8
simple gates: 157 / 2.23
==> report_power, final <==
group / switching [mW] / internal [mW]
Combinational: 0.431 / 0.249
Clock: 2.68 / 3.54
Sequential: 0.0346 / 8.24
==> metal layers <==
layer	vias up	share of wire, %	global-route usage (%)
met5	-	0.16	1.80
met4	8	2.4	4.20
met3	162	17	16.4
met2	1280	46	30.9
met1	9827	34	25.2
li1	8917	-	-
==> worst paths after layout <==
kind / depth (start not counted) / to / start / slack, ns
setup / recovery: 4 / mem[13][8] / i_addr[0] / 2.13
hold / removal: 4 / data_out[23] / mem[28][23] / 0.70
setup reg to reg: 4 / data_out[21] / mem[15][21] / 4.20
hold reg to reg: 4 / data_out[23] / mem[28][23] / 0.70
Power figures rest on the tool's default switching activity, not on a simulated workload.
