<file path="/design/flow/design.v">
module alu(i_op1, i_op2, i_control, o_result, o_zf);
input       [31:0]  i_op1, i_op2;
input       [3:0]   i_control;
output  reg [31:0]  o_result;
output              o_zf;
    wire [31:0] sub_ab;
    wire [31:0] add_ab;
    wire                 oflow_add;
    wire                 oflow_sub;
    wire                 oflow;
    wire                 slt;
    assign o_zf = (0 == o_result);
    assign sub_ab = i_op1 - i_op2;
    assign add_ab = i_op1 + i_op2;
    assign oflow_add = (i_op1[31] == i_op2[31] && add_ab[31] != i_op1[31]) ? 1 : 0;
    assign oflow_sub = (i_op1[31] == i_op2[31] && sub_ab[31] != i_op1[31]) ? 1 : 0;
    assign oflow = (i_control == 4'b0010) ? oflow_add : oflow_sub;
    assign slt = oflow_sub ? ~(i_op1[31]) : i_op1[31];
    always @(  i_op1,  i_op2, i_control ) begin
        case (i_control)
            (4'b0010): o_result <= add_ab;                 
            (4'b0000): o_result <= i_op1 & i_op2;          
            (4'b1100): o_result <= ~(i_op1 | i_op2);       
            (4'b0001):  o_result <= i_op1 | i_op2;          
            (4'b0111):o_result <= {{31{1'b0}}, slt};      
            (4'b0110): o_result <= sub_ab;                 
            default: o_result <= 0;
        endcase
    end
endmodule
</file>
<file path="/design/flow/run.sh">
#!/bin/bash
# OpenROAD 26Q1-2900-gdf79404cd8, Yosys 0.63+post, stock flow scripts
make -C /OpenROAD-flow-scripts/flow DESIGN_CONFIG=/design/flow/config.mk WORK_HOME=/design/flow/orfs finish
</file>
<file path="/design/flow/config.mk">
export PLATFORM = sky130hd
export DESIGN_NAME = alu
export DESIGN_NICKNAME = alu
export VERILOG_FILES = /design/flow/design.v
export SDC_FILE = /design/flow/constraint.sdc
export NUM_CORES = 4
export LEC_CHECK = 1
export CORE_UTILIZATION = 40
</file>
<file path="/design/flow/constraint.sdc">
current_design alu

set clk_period 22.8
set clk_io_pct 0.2

create_clock -name clk0 -period $clk_period

set non_clock_inputs [all_inputs -no_clocks]
set_input_delay [expr $clk_period * $clk_io_pct] -clock clk0 $non_clock_inputs
set_output_delay [expr $clk_period * $clk_io_pct] -clock clk0 [all_outputs]
</file>
==> run notes <==
flow finished, numbers: largest net degree at the start of global routing 38, logic area 5027 sq um, die footprint 14430 sq um, Syn-to-layout area delta 19.97%, YS warnings 1, FP Rows 42, Netlist Area Pre-Place 5583 sq um, GPL Wtd Cong 0.9264, Die H 120.1 microns, final hold violation count 0, fmax 59.45 MHz, CP max stage delay 0.65 ns, 1st-iter DRT viols 569, WP data arrival 12.26 ns, Buf+Inv Stages, Crit Path 3, CP most frequent cell or4_1, Die Wd 120.1 microns, Flops 0, final tally of max-slew violations 0, Setup-failing EPs final 0, Slowest-stage cell, CP or4_1, aggregate negative setup slack 0 ns, Finished Core Util 49.79%, GRT Util Overall 31.02%, RSZ-0062 raised after global routing false, Worst VDD drop 0.00001055 V, tool warnings 98, Syn Area/Cell 6.545 sq um, biggest area consumer among synthesized cells ha_1, worst slack, placed 6.006 ns, Vias/cell 6.212, Largest type area fraction 21.96%, post-DR wirelength/cell 20.60 microns, post-route ant nets 0, Post-CTS Repair Setup Buffers 0, register area 0 sq um, 1st-pass router iterations 5, Worst Hold End o_zf, Worst Setup End Kind output port, fin crit period 16.82 ns, Setup CP Type input port to output port, measured slew at the worst slew-check pin 0.9456 ns, Yosys cell types 74, Required @ worst endpoint 18.24 ns, Worst path top cell family by delay simple AND/OR/NAND/NOR gates, Pwr per Cell Area 24.27 nW/um^2, IO buf count 101, diode count 0, # DRC 0, Cell area leaders ha_1 (22%), inv_1 (6.7%), a21oi_1 (6.2%), P_leak 0.002966 uW, fp util 41.50%, Max Cap Viol 0, area reported by Yosys stat 5583 sq um, register share after synthesis 0%, final wirelength 22400 microns, first-pass GRT wire length 34390 microns, initial antenna violation count 0, Slew headroom 36.29%, # fillers 1357, Crit Path Max Fanout 14, status finished clean, slack of the critical path 5.979 ns, Vias 6752, synthesized instance count 853, worst hold path startpoint i_op2[31], CP Launch Type input port, yosys cell count 853, cts repair resizes 0, Hold WS 10.40 ns, CORE AREA 13450 sq um, DP HPWL 17460 microns, share of layout cells above drive strength 1 3.732%, Clock buffer cells 0, HP Class input port to output port, crit share post-route 73.78%, CTS Hold Bufs 0, Ports 101, vias in the first global route 6238, gr ovfl total 0, worst hold stages 6
[logic make-up (layout without fill, tap and decap cells)]
logic type | Yosys count | count (layout) | share of synthesized area [%]
AOI/OAI and AO/OA | 319 | 319 | 40.25
and+or+nand+nor | 271 | 271 | 24.38
buffers and inverters | 151 | 209 | 10.44
muxes | 6 | 6 | 1.098
adders and majority gates | 101 | 101 | 23.04
xor gates and xnor gates | 5 | 5 | 0.7844
[metrics by stage]
step                power, uW  std cells  instance area (sq um)
detailed placement      159.4       1087                   6698
CTS                     160.4       1087                   6698
floorplan               96.77        853                   5583
global route            177.6       1087                   6698
finish                  162.5       1087                   6698
global placement        158.9       1087                   6698
[metal layers]
metal / GRT usage [%] / wire, microns / vias to the layer above
li1: - / - / 3294
met1: 41.53 / 9744 / 3146
met2: 53.23 / 10650 / 270
met3: 3.641 / 1446 / 42
met4: 6.484 / 549 / 0
met5: 0 / 0 / -
[worst min-delay path: stages]
cell	delay, ns
clkdlybuf4s50_1	0.48
ha_1	0.15
a32oi_1	0.06
o2111ai_1	0.13
nor4_2	0.07
clkdlybuf4s50_1	0.39
[cell type report]
cell class                 count  area share (%)
multi-input combinational    702           75.06
timing repair buffer         110           16.10
inverter                      99           5.548
tap                          176           3.288
[power breakdown]
group          internal, uW  switching (uW)
combinational          68.8            93.7
clock                     0               0
sequential                0               0
[synth_stat cells, types with 11 or more instances]
cell type,instances
nor2_1,85
a221oi_1,32
nand2_1,56
nand2b_1,13
nor3_1,15
inv_1,99
a21oi_1,69
ha_1,98
clkbuf_1,41
o21ai_0,47
a21o_1,19
o31ai_1,11
o211ai_1,18
a31oi_1,12
nor4_1,14
nand3_1,18
a211oi_1,14
[worst max path at each step]
stage	startpoint	to	slack, ns	depth (start not counted)
after CTS	i_op1[13]	o_zf	6.02	26
after global routing	i_op1[13]	o_zf	5.53	26
final	i_op1[13]	o_zf	5.98	26
[cell usage in the layout, fill, tap and decap left out, types with 11 or more instances in the layout]
| cell | instances |
|---|---|
| o31ai_1 | 11 |
| clkdlybuf4s50_1 | 101 |
| nand2b_1 | 13 |
| nor2_1 | 85 |
| a21oi_1 | 69 |
| nor3_1 | 15 |
| a211oi_1 | 14 |
| a21o_1 | 19 |
| o21ai_0 | 47 |
| inv_1 | 99 |
| a31oi_1 | 12 |
| nand2_1 | 56 |
| o211ai_1 | 18 |
| ha_1 | 98 |
| nor4_1 | 13 |
| a221oi_1 | 32 |
| nand3_1 | 18 |
Power is estimated from default activity; no workload was simulated.
