## design/flow/run.sh

```bash
#!/bin/bash
# OpenROAD 26Q1-2900-gdf79404cd8, Yosys 0.63+post, stock flow scripts
make -C /OpenROAD-flow-scripts/flow DESIGN_CONFIG=/design/flow/config.mk WORK_HOME=/design/flow/orfs finish
```

## design/flow/config.mk

```make
export PLATFORM = sky130hd
export DESIGN_NAME = regFile
export DESIGN_NICKNAME = regFile
export VERILOG_FILES = /design/flow/design.v
export SDC_FILE = /design/flow/constraint.sdc
export NUM_CORES = 4
export LEC_CHECK = 1
export CORE_UTILIZATION = 30
```

## design/flow/constraint.sdc

```tcl
current_design regFile

set clk_period 6.2
set clk_io_pct 0.2

create_clock -name clk0 -period $clk_period [get_ports {i_clk}]

set non_clock_inputs [all_inputs -no_clocks]
set_input_delay [expr $clk_period * $clk_io_pct] -clock clk0 $non_clock_inputs
set_output_delay [expr $clk_period * $clk_io_pct] -clock clk0 [all_outputs]
```

## design/flow/design.v

```verilog
module regFile(i_clk, 
               i_raddr1, 
               i_raddr2, 
               i_waddr, 
               i_wdata, 
               i_we,
               o_rdata1,
               o_rdata2 
               );
input           i_clk, i_we;
input   [4:0]   i_raddr1, i_raddr2, i_waddr;
input   [31:0]  i_wdata;           
output  [31:0]  o_rdata1, o_rdata2;
    reg [31:0] mem [0:31];   
    reg [31:0] _data1, _data2;
    integer i = 0;
    initial begin
        for (i = 0; i < 32; i = i + 1) begin
            mem[i] = 0;
        end
    end
    always @(*) begin
        if (i_raddr1 == 5'd0)
                _data1 = 32'd0;
        else if ((i_raddr1 == i_waddr) && i_we)
                _data1 = i_wdata;
        else
                _data1 = mem[i_raddr1][31:0];
    end
    always @(*) begin
        if (i_raddr2 == 5'd0)
                _data2 = 32'd0;
        else if ((i_raddr2 == i_waddr) && i_we)
                _data2 = i_wdata;
        else
                _data2 = mem[i_raddr2][31:0];
    end
    assign o_rdata1 = _data1;
    assign o_rdata2 = _data2;
    always @(posedge i_clk) begin
        if (i_we && i_waddr != 5'd0) begin
                mem[i_waddr] <= i_wdata;
        end
    end
endmodule
```

==> reports/metrics.yaml <==
yosys:
  edf_count: 1024
  syn_avg_cell_area_sq_um: 19.0
  synth_top_cell_by_count: "edfxtp_1"
  yosys.area.top_type_share_pct: 64.2
  ys_cells: 2520
  synthCells: 2520
  ys_chip_area_sq_um: 47900
  ys_seq_elements: 1024
  ff_type: "edfxtp_1"
  topCellsByArea: "edfxtp_1, mux4_2, mux2i_1"
  synth_warnings: 1
  async_reset_ff_share_pct: 0
  ys_types: 53
  synth_seq_share_pct: 64.2
  top_area_cell: "edfxtp_1"
  synthTopCellsByCount: "edfxtp_1, mux4_2, mux2i_1"
  syn_area_sq_um: 47900
min_path:
  hp-start: "i_wdata[29]"
  hold_path.class: "in -> reg"
  holdPathStages: 2
  holdPathEnd: "mem[14][29]$_DFFE_PP_"
finish:
  largest_register_ffs: 1024
  regMostFlops: "mem"
  fin_util_pct: 35.4
  syn_to_final_growth_pct: 17.3
  fill_cells: 14343
  drive_gt1_share_pct: 30.1
  reg.largest.list: "mem x1024"
clock_network:
  postCtsResizedCells: 0
  clk_pin_slew_worst_paths_ns: 0.06
  numCtsBuffers: 101
  cts_tree: "built"
  clock_sinks: 1024
  cts_root_buffer: "clkbuf_16"
  postCtsHoldBufs: 0
  cts.path.max_buffers: 3
  postCtsSetupBuffers: 0
  htreeDepth: 3
final_timing:
  finalClockPeriodUsage_pct: 94.3
  period_minus_slack_ns: 5.85
  setup_violations: 0
  maxSlewHeadroom_pct: 30.0
  holdWs_ns: 1.36
  maxSlewViolCount: 0
  finalSetupTns_ns: 0
  tightest_slew_ns: 1.02
  max_freq_mhz: 171
  rsz0062_at_grt: "false"
  hold_violations: 0
global_routing:
  grt_pass1_wl_um: 216000
  grt_overflow: 0
  grtUsageTotal_pct: 20.1
  globalRouteMet2Util_pct: 30.6
  grt_max_degree: 87
  top_usage_layer: "met2"
  antenna_found_initial: 10
  met3_usage_pct: 15.0
  use_met1_pct: 22.5
  grt_pass1_vias: 30240
worst_setup_path:
  crit_fanout: 10
  worstSetupStartpointType: "input pin"
  cp.required_ns: 4.96
  crit_type: "in -> out"
  cp-end-kind: "output pin"
  crit_arrival_ns: 4.61
die:
  rows: 146
  io_pins: 113
  initCoreUtil_pct: 30.2
  dieArea_sq_um: 161000
  fp.dieW_um: 401
  fp.dieH_um: 401
  core_sq_um: 158000
pwr:
  power_leakage_nw: 17.9
  peakVddDrop_mv: 0.223
  fin_total_pwr_mw: 16.0
  internal-power_mw: 12.5
  p_switching_mw: 3.54
  p_sw_share_pct: 22.1
  p_seq_share_pct: 48.4
  combPwrFrac_pct: 9.3
  clkPwrFrac_pct: 42.4
  p_per_area_nw_per_um2: 286
status:
  outcome: "completed"
job:
  max-cap-violations: 0
  tool_warnings: 26
detailed_routing:
  firstDrtPassIters: 5
  drc: 0
  drtAntennaViolNets: 0
  drtIter0Drc: 1784
  routedWlPerCell_um: 31.0
  viasPerCell: 5.63
  vias: 27551
  drt_wl_total_um: 152000
  n_antenna_cell: 0
placement:
  place.gp.congestion: 0.890
  portBuffers: 112
  dp_hpwl_um: 93200
-- cell type report --
cell class | instances | area [sq um] | share of cell area, %
inverter | 2 | 7.51 | 0.0134
clock buffer | 117 | 2670 | 4.76
timing repair buffer | 290 | 2710 | 4.83
tap | 2072 | 2590 | 4.62
multi-input combinational | 1316 | 16400 | 29.2
clock inverter | 73 | 1020 | 1.83
sequential | 1024 | 30700 | 54.8
-- kinds of logic after synthesis --
logic type                after synthesis  synth area share, %
AOI/OAI and AO/OA                     415                 6.44
muxes                                 657                 24.7
xor gates and xnor gates               10                0.183
DFF                                  1024                 64.2
other                                   1              0.00783
and+or+nand+nor                       202                 1.99
buffers and inverters                 211                 2.43
-- worst max-delay path, cell delays in order --
cell and delay [ns]:
clkdlybuf4s50_1 0.62, xnor2_1 0.22, nand4_1 0.32, o211a_1 0.81, buf_4 0.38, a22oi_1 0.10
o21ai_0 0.29, clkdlybuf4s50_1 0.59
-- through the flow --
stage / instances / cell area (sq um) / setup WS, ns
5_1_grt: 4894 / 56100 / 0.282
2_1_floorplan: 2551 / 48000 / 2.13
4_1_cts: 4894 / 56100 / 0.423
3_3_place_gp: 4704 / 52400 / 0.445
6_report: 4894 / 56100 / 0.352
3_5_place_dp: 4704 / 52400 / 0.430
-- layer usage --
metal,vias up,routed length (um)
met5,-,261
met4,20,4600
met3,265,25100
met2,1873,72000
met1,14061,49700
li1,11332,-
-- how the worst max path moves through the flow --
stage | from | to | slack [ns]
finish | i_raddr2[3] | o_rdata2[9] | 0.35
global route | i_raddr1[2] | o_rdata1[16] | 0.28
CTS | i_raddr2[3] | o_rdata2[9] | 0.42
-- layout by cell type, fill, tap and decap left out, types with 9 or more instances in the layout --
cell,synthesis,routed
o221ai_1,30,30
nor2b_1,17,11
o22ai_1,41,41
xnor2_1,10,10
a22oi_1,81,81
clkinv_1,0,17
nand2_1,58,58
buf_12,0,20
mux4_2,417,417
buf_4,38,161
conb_1,1,32
clkdlybuf4s50_1,0,103
nor2_1,74,42
bufinv_16,0,25
a22o_1,48,48
edfxtp_1,1024,1024
nor2_4,0,32
a211oi_1,19,19
o21ai_0,38,37
mux2_2,30,30
nand4_1,9,9
a21o_1,13,13
a21oi_1,41,41
clkbuf_1,78,12
clkinv_2,0,18
nand3b_1,9,9
o31ai_1,11,11
clkbuf_16,0,105
a221oi_1,27,27
a2111oi_0,25,25
mux2i_1,210,210
-- power groups by stage --
stage	clock network [mW]	registers, mW	logic (mW)
4_1_cts	6.89	7.76	1.50
5_1_grt	7.13	7.76	1.59
6_report	6.80	7.76	1.48
Power is estimated from default activity; no workload was simulated.
